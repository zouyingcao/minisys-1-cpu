[flow/config.mk]
export PLATFORM = sky130hd
export DESIGN_NAME = Executs32
export DESIGN_NICKNAME = Executs32
export VERILOG_FILES = /design/flow/design.v
export SDC_FILE = /design/flow/constraint.sdc
export NUM_CORES = 4
export LEC_CHECK = 1
export CORE_UTILIZATION = 40
[flow/constraint.sdc]
current_design Executs32

set clk_period 27.7
set clk_io_pct 0.2

create_clock -name clk0 -period $clk_period

set non_clock_inputs [all_inputs -no_clocks]
set_input_delay [expr $clk_period * $clk_io_pct] -clock clk0 $non_clock_inputs
set_output_delay [expr $clk_period * $clk_io_pct] -clock clk0 [all_outputs]
[flow/design.v]
`timescale 1ns / 1ps
module Executs32(Read_data_1,Read_data_2,Sign_extend,Function_opcode,Exe_opcode,ALUOp,
                 Shamt,ALUSrc,I_format,Zero,Sftmd,ALU_Result,Add_Result,PC_plus_4
                 );
    input[31:0]  Read_data_1;		 
    input[31:0]  Read_data_2;		 
    input[31:0]  Sign_extend;		 
    input[5:0]   Function_opcode;  	 
    input[5:0]   Exe_opcode;  		 
    input[1:0]   ALUOp;              
    input[4:0]   Shamt;              
    input  		 Sftmd;
    input        ALUSrc;
    input        I_format;
    output       Zero;               
    output[31:0] ALU_Result;
    output[31:0] Add_Result;		 
    input[31:0]  PC_plus_4;          
    reg[31:0] ALU_Result;
    wire[31:0] Ainput,Binput;
    reg[31:0] Sinput;
    reg[31:0] ALU_output_mux;
    wire[32:0] Branch_Add;
    wire[2:0] ALU_ctl;
    wire[5:0] Exe_code;
    wire[2:0] Sftm;
    wire Sftmd;
    assign Sftm = Function_opcode[2:0];    
    assign Exe_code = (I_format==0) ? Function_opcode : {3'b000,Exe_opcode[2:0]};
    assign Ainput = Read_data_1;
    assign Binput = (ALUSrc == 0) ? Read_data_2 : Sign_extend[31:0];  
    assign ALU_ctl[0] = (Exe_code[0] | Exe_code[3]) & ALUOp[1];       
    assign ALU_ctl[1] = ((!Exe_code[2]) | (!ALUOp[1]));
    assign ALU_ctl[2] = (Exe_code[1] & ALUOp[1]) | ALUOp[0];
    always @* begin   
       if(Sftmd)
        case(Sftm[2:0])
            3'b000:Sinput = Binput<<Shamt;       
            3'b010:Sinput = Binput>>Shamt;       
            3'b100:Sinput = Binput<<Ainput;      
            3'b110:Sinput = Binput>>Ainput;      
            3'b011:Sinput = $signed(Binput)>>>Shamt;      
            3'b111:Sinput = $signed(Binput)>>>Ainput;     
            default:Sinput = Binput;
        endcase
       else Sinput = Binput;
    end
    always @* begin
        if(((ALU_ctl[2:1]==2'b11) && (I_format==1))||((ALU_ctl==3'b111) && (Exe_code[3]==1)))  
            ALU_Result = {31'd0,ALU_output_mux[31]};     
        else if((ALU_ctl==3'b101) && (I_format==1))      
            ALU_Result[31:0] = {Binput,16'd0};          
        else if(Sftmd==1) ALU_Result = Sinput;           
        else  ALU_Result = ALU_output_mux[31:0];         
    end
    assign Branch_Add = PC_plus_4[31:2] + Sign_extend[31:0];     
    assign Add_Result = Branch_Add[31:0];                
    assign Zero = (ALU_output_mux[31:0]== 32'h00000000) ? 1'b1 : 1'b0;
    always @(ALU_ctl or Ainput or Binput) begin
        case(ALU_ctl)
            3'b000:ALU_output_mux = Ainput & Binput;                     
            3'b001:ALU_output_mux = Ainput | Binput;                     
            3'b010:ALU_output_mux = $signed(Ainput) + $signed(Binput);   
            3'b011:ALU_output_mux = Ainput + Binput;                     
            3'b100:ALU_output_mux = Ainput ^ Binput;                     
            3'b101:ALU_output_mux = ~(Ainput | Binput);                  
            3'b110:ALU_output_mux = $signed(Ainput) - $signed(Binput);   
            3'b111:ALU_output_mux = Ainput - Binput;                     
            default:ALU_output_mux = 32'h00000000;
        endcase
    end
endmodule
[flow/run.sh]
#!/bin/bash
# OpenROAD 26Q1-2900-gdf79404cd8, Yosys 0.63+post, stock flow scripts
make -C /OpenROAD-flow-scripts/flow DESIGN_CONFIG=/design/flow/config.mk WORK_HOME=/design/flow/orfs finish
==> notes.md <==
Reports from this run.

- The warning tally printed by Yosys for this design is 1.
- Summed over all layers, the global routing overflow is 0.
- The family with the most delay on the worst path reads simple AND/OR/NAND/NOR gates.
- Data on the critical path is required at its endpoint by around 22 ns.
- The arrival time at the worst endpoint reads approximately 13 ns.
- The detailed router reported a total wirelength of between 80,000 and 90,000 um.
- The net switching power reads between 0.0003 and 0.0004 W.
- The fraction of layout instances using a drive strength above 1 reads under 10%.
- Max-slew check failures listed in the final report amount to 0.
- Port buffering added ~210 buffers.
- After synthesis, the cell types taking the most area are sky130_fd_sc_hd__ha_1 13%, sky130_fd_sc_hd__mux2i_1 9.0%, sky130_fd_sc_hd__nand2_1 7.1%.
- The max-cap check violation count reads 0.
- The vertical extent of the die is roughly 200 um.
- The final report lists the setup-violating endpoint count as 0.
- Switching power as a fraction of the total was reported as 61.4%.
- The chip occupies approximately 39,000 um^2.
- Dividing the detail-routed wire length by the instance count gives around 28 um.
- The top cell type's share of synthesized area reads around an eighth.
- The initialized floorplan defines 71 standard-cell rows.
- OpenSTA, run right after detailed placement, puts the worst setup slack at approximately 9.2 ns.
- In this run, post-CTS repair resized a total of 0 instances.
- The post-route minimum period reads between 15 and 20 ns.
- The run finished with clean final reports.
- The routed layout has between 20,000 and 25,000 vias.
- The number of cell instances after yosys synthesis is between 2,000 and 2,500.
- The number of ports placed on the die boundary reads around 220.
- Sorting the synthesized cells by how often they occur yields 289 x sky130_fd_sc_hd__nand2_1, 263 x sky130_fd_sc_hd__nor2_1, 216 x sky130_fd_sc_hd__o21ai_0.
- The worst relative slew slack is 28.4%.
- The post-synthesis xor/xnor area fraction reads approximately 7.0%.
- The detailed-route vias per instance is around 6.7.
- The horizontal die dimension reads between 150 and 200 um.
- The count of filler cells inserted in the layout reads ~3,800.
- The total buffers and inverters traversed by the critical path reads 3.
- The most frequent cell after synthesis reads sky130_fd_sc_hd__nand2_1.
- Summing the areas of all fa, ha and maj instances in the mapped netlist gives roughly an eighth of the synthesized area.
- The most repeated library cell on the critical path reads sky130_fd_sc_hd__nor2_1.
- Counting distinct cell types in the post-synthesis netlist gives 90.
- In this run the critical path is formed by clkdlybuf4s50_1 -> or3_1 -> nand3_2 -> buf_4 -> nand2_1 -> nor2_1 -> nor2_1 -> xnor2_1 -> ha_1 -> nor2_1 -> a211oi_1 -> o211a_1 -> o21ai_0 -> a31oi_1 -> o2bb2ai_1 -> o221ai_1 -> a2111oi_0 -> nor4b_1 -> nor3b_1 -> nand4bb_1 -> nor4b_2 -> clkdlybuf4s50_1.
- The simple-gate share of the synthesized area is 24.6%.
- The flop count is 0.
- The initial antenna violation count was 2.
- For this run, the slowest stage of the critical path takes 0.63 ns.
- The aggregate negative setup slack is 0 ns.
- The weighted congestion reported at the end of routability-driven placement is 1.15.
- The sequential cell area fraction in the yosys report is 0%.
- The chip area in the Yosys report reads 15,200 um^2.
- The highest attainable clock frequency reads between 0.05 and 0.06 GHz.
- The post-synthesis mux area share is approximately an eighth.
- The cell count after synthesis reads 2,379.
- Setup repair after global routing left no endpoint under its margin.
- The areal power density over the cells reads between 30 and 40 nW/um^2.
- The transition at the pin with the smallest max-transition slack is about 1.1 ns.
- The first-pass detailed-route iteration total is 6.
- The worst setup slack after layout reads about 9 ns.
- The via count of the first global-routing pass is between 15,000 and 20,000.
- The warning total across the stage logs reads ~72.
- The final count of hold timing violations reads 0.
- The initial DRC count reads between 2,000 and 2,500.
- The largest driver fanout on the critical path reads 31.
- The global-route usage over all layers reads about 44%.
- The area fraction in compound gates after synthesis reads a little over a third.
- The layout overhead on the synthesized area is 18.4%.
- The worst setup path is captured at a primary output.
- The tally of clock buffers in the finished layout is 0.
- Per the layout area report, the combinational gate area comes to around 14,000 um^2.
- The leakage power in the latest report is 7.64 nW.
- After synthesis, the largest family of logic cells by area is AND-OR/OR-AND gates.
- The cell internal power dissipation reads roughly 0.00023 W.
- The number of setup buffers added after CTS is 0.
- The core outline area reads between 30,000 and 40,000 um^2.
- The DRC violation count after routing reads 0.
- The wire length of the first global-routing pass reads around 120,000 um.
- For reference, the most critical setup path is categorized as in2out.
- In this run the remaining antenna-violating nets after routing total 0.
- STA classifies the critical path startpoint as an input port.
- The largest vdd supply drop is between 0.00001 and 0.000015 V.
- The mean instance size in the synthesized netlist reads 6.41 um^2.
- The standard cell with the maximum stage delay on the critical path reads sky130_fd_sc_hd__or3_1.
- Hold repair after CTS inserted 0 buffers.
- Once detailed placement completed, the half-perimeter wirelength came to ~67,000 um.
- The initial core utilization reads between 40% and 50%.
- The cell area that synthesis handed to floorplanning was roughly 15,000 um^2.
- The biggest area contributor in the post-synthesis netlist is sky130_fd_sc_hd__ha_1.
- The path category of the worst min-delay check is in2out.
- Registers take 0 um^2.
- Entering global routing, the biggest net connects approximately 58 pins.
- The final cycle utilization of the critical path is 67.4%.
==> cell families after synthesis <==
group | Yosys count
AND/OR/NAND/NOR | 824
AND-OR/OR-AND | 850
XOR/XNOR | 122
buffers and inverters | 254
adder cells (fa/ha/maj) | 159
multiplexers | 170
==> metal layers <==
metal	track usage [%]	share of wire, %	up-vias
met1	59.5	40	9504
met5	0	0.030	-
met4	20.6	5.6	4
met3	14.5	14	228
li1	-	-	9161
met2	63.0	40	1369
==> power by group through the flow <==
stage / clock network, W / logic [W] / registers [W]
global route: 0 / 0.000644 / 0
CTS: 0 / 0.000584 / 0
==> stage by stage <==
| step | hold slack [ns] | instances | power [W] | instance area [um^2] | utilization (%) |
|---|---|---|---|---|---|
| floorplan | 11.11 | 2379 | 0.000356 | 15200 | - |
| global placement | 12.07 | 3033 | 0.000578 | 18100 | 48.1 |
| detailed placement | 12.07 | 3033 | 0.000581 | 18100 | 48.1 |
| CTS | 12.07 | 3033 | 0.000584 | 18100 | 48.1 |
| global route | 12.09 | 3033 | 0.000644 | 18100 | 48.1 |
| finish | 12.08 | 3034 | 0.000607 | 18100 | 48.1 |
==> worst paths after layout <==
| kind | from | end | depth (start not counted) |
|---|---|---|---|
| setup / recovery | I_format | Zero | 22 |
| hold / removal | Sign_extend[31] | Add_Result[31] | 3 |
==> area by class of cell <==
cell class	count	area share [%]
multi-input combinational	2125	79.1
timing repair buffer	299	15.3
tap	511	3.54
inverter	98	2.04
antenna	1	0.0139
==> placed cells by master, fill, tap and decap left out, drive strengths merged, types with 16 or more instances in the layout <==
| cell type | count |
|---|---|
| buf | 92 |
| and3 | 17 |
| or3 | 25 |
| a21oi | 187 |
| mux2i | 149 |
| o22ai | 20 |
| xor2 | 20 |
| nand4 | 20 |
| a21o | 49 |
| xnor2 | 102 |
| nor4 | 18 |
| nand2 | 291 |
| o211ai | 62 |
| o21ai | 225 |
| mux2 | 19 |
| a221oi | 35 |
| inv | 88 |
| clkdlybuf4s50 | 207 |
| nand2b | 16 |
| nor2 | 263 |
| nand3 | 56 |
| o21a | 28 |
| ha | 156 |
| a31oi | 35 |
| nor3 | 61 |
| a211oi | 50 |
Power is estimated from default activity; no workload was simulated.
