## flow/constraint.sdc

```tcl
current_design memorio

set clk_period 1.6
set clk_io_pct 0.2

create_clock -name clk0 -period $clk_period

set non_clock_inputs [all_inputs -no_clocks]
set_input_delay [expr $clk_period * $clk_io_pct] -clock clk0 $non_clock_inputs
set_output_delay [expr $clk_period * $clk_io_pct] -clock clk0 [all_outputs]
```

## flow/config.mk

```make
export PLATFORM = sky130hd
export DESIGN_NAME = memorio
export DESIGN_NICKNAME = memorio
export VERILOG_FILES = /design/flow/design.v
export SDC_FILE = /design/flow/constraint.sdc
export NUM_CORES = 4
export LEC_CHECK = 1
export CORE_AREA = 10 10 91 91
export DIE_AREA = 0 0 101 101
```

## flow/design.v

```verilog
`timescale 1ns / 1ps
module memorio(caddress,address,memread,memwrite,ioread,iowrite,mread_data,ioread_data,wdata,rdata,write_data,LEDCtrl,SwitchCtrl);
    input[31:0] caddress;        
    input memread;				 
    input memwrite;				 
    input ioread;				 
    input iowrite;				 
    input[31:0] mread_data;		 
    input[15:0] ioread_data;	 
    input[31:0] wdata;			 
    output[31:0] rdata;			 
    output[31:0] write_data;     
    output[31:0] address;        
    output LEDCtrl;				 
    output SwitchCtrl;           
    reg[31:0] write_data;
    wire iorw;
    assign  address = caddress;
    assign  rdata = (memread==1) ? mread_data : {16'h0000,ioread_data[15:0]};    
    assign  iorw = (iowrite||ioread);   
    assign  LEDCtrl = ((iorw==1) && (caddress[31:0] == 32'hFFFFFC60||caddress[31:0] == 32'hFFFFFC62)) ? 1'b1:1'b0;
    assign  SwitchCtrl = ((iorw==1) && (caddress[31:0] == 32'hFFFFFC70||caddress[31:0] == 32'hFFFFFC72)) ? 1'b1:1'b0;
    always @* begin
        if((memwrite==1)||(iowrite==1)) begin
            write_data = wdata;
        end else begin
            write_data = 32'hZZZZZZZZ;
        end
    end
endmodule
```

## flow/run.sh

```bash
#!/bin/bash
# OpenROAD 26Q1-2900-gdf79404cd8, Yosys 0.63+post, stock flow scripts
make -C /OpenROAD-flow-scripts/flow DESIGN_CONFIG=/design/flow/config.mk WORK_HOME=/design/flow/orfs finish
```

==> deck_impl_summary.md <==
Flow Results at a Glance

Critical path
  – Critical Path AT: 1.73 ns
  – CP startpoint kind: input port
  – Highest fanout seen on the critical path: 2
  – CP max-delay cell: or4b_1
  – Critical path required time: about 1.3 ns
  – Largest stage delay, worst path: around 0.50 ns
  – WS Path Type: in -> out
  – Crit. End Element: output port
  – Crit path cell chain: buf_6 > or4b_1 > or4_4 > buf_6 > nor3_4 > buf_2
  – CP dominant cell by count: buf_6

Finish
  – Clock Buffer Count: 0
  – Final instance area: ~2100 sq um
  – Flop count: 0
  – Register Area: 0 sq um
  – Fraction of layout cells with a size suffix above 1: 0.2300
  – Fill count: 642
  – Area grow syn2layout: 146.3%

Die
  – Die Y: 101 um
  – Full die area: 10200 sq um
  – Die Width: 101 um
  – Core outline area: ~6300 sq um
  – Initial Utilization: 0.1367
  – Ports: ~210
  – Row count: 29

Detailed routing
  – WL/cell: 16.96 um
  – Vias per cell: 3.545
  – DR pass1 iterations: 3
  – # DRC: 0
  – Antenna Nets Post-Route: 0
  – DRT iter0 DRCs: 8
  – Routed WL: between 4000 and 5000 um
  – Via count: 1028
  – ANT cells: 0

GRT
  – M1 GR Usage: 0.1003
  – Vias in the first global route: 1144
  – First-pass GRT wire length: 7093 um
  – GR peak layer: met2
  – Largest net degree at the start of global routing: 13
  – Total GRT Usage: 0.08712
  – Remaining global-route overflow: 0
  – Met3 Use GR: 0.02218
  – GR Util met2: 0.1592
  – Initial antenna violation count: 0

Place
  – GP Congestion: 0.7884
  – IO buf count: ~150
  – Post-Place Cell Area: 2097 sq um
  – Final HPWL DP: approximately 4300 um

Power and ir drop
  – Pwr/cell area: 207.2 nW/um^2
  – LEAKAGE: 0.001045 uW
  – Max VDD drop: 126.4 uV

Status
  – Status: finished, violations left
  – Failing checks: negative setup slack

Clocking
  – CTS hold repair buffers: 0

Logic synthesis
  – Mapped Cells: approximately 110
  – Mean Syn Cell Area: around 7.8 sq um
  – Distinct cells, synth: 13
  – Synth Seq Share: 0
  – Post-synthesis cell area: 868.3 sq um
  – Yosys cell count: 112
  – Synth warn: 2
  – Chip Area, Yosys: 868.3 sq um

Timing
  – Relative slew margins: 0.8941
  – Post-layout minimum cycle time: 2.045 ns
  – Final hold vios: 0
  – Slew Limit Fails: 0
  – # setup viols final: 2
  – Hold WS: 0.6400 ns
  – Final worst-path cycle share: 1.278
  – Worst slew pin tran: 0.1588 ns
  – Slack of the critical path: -0.4455 ns
  – RSZ-0062 raised after global routing: yes
  – FMAX: 488.9 MHz

Worst hold path
  – Startpoint of the worst hold path: wdata[11]
  – Worst hold path type: in -> out
  – Worst hold stages: 0
  – Worst Hold Path EP: write_data[11]

Flow run
  – Log Warnings: 36
  – Max_cap viols: 0
-- cell usage in the layout, fill, tap and decap left out, types with 2 or more instances in the layout --
cell type	n
and2_1	16
buf_12	2
buf_16	2
buf_2	3
buf_4	16
buf_6	4
clkdlybuf4s50_1	75
dlygate4sd2_1	54
dlymetal6s2s_1	11
mux2_2	16
nand4_1	4
or4_4	2
-- worst max-delay path by stage --
stage	cells past startpoint	startpoint	slack, ns	end
4_1_cts	6	caddress[8]	-0.57	LEDCtrl
5_1_grt	6	caddress[9]	-0.52	LEDCtrl
6_report	6	caddress[9]	-0.45	LEDCtrl
-- area by class of cell --
type | count | area [sq um] | share of cell area
inverter | 1 | 3.754 | 0.001755
timing repair buffer | 168 | 1642 | 0.7677
tap | 77 | 96.34 | 0.04506
multi-input combinational | 44 | 396.6 | 0.1855
-- Yosys cell counts (all sizes together) --
cell type  count  share of area
buf           65           0.56
and2          16           0.12
mux2          16           0.21
nand4          4          0.029
clkbuf         2         0.0086
nor3           2          0.012
or4            2          0.017
inv            1         0.0043
nand4b         1          0.010
nand4bb        1          0.013
o211ai         1          0.014
or4b           1          0.012
-- per-stage QoR --
stage               setup TNS (ns)  cells  total power [uW]    util  worst slack (ns)
floorplan                 -0.05554    112             146.7       -          -0.02777
global placement            -18.26    286             493.0  0.3302            -1.014
detailed placement          -18.10    286             488.1  0.3302            -1.043
CTS                         -1.047    290             455.5  0.3312           -0.5743
global route               -0.9091    290             478.8  0.3367           -0.5160
finish                     -0.7911    290             443.0  0.3367           -0.4455
-- cells by family (layout without fill, tap and decap cells) --
logic type	count (synthesis)	in the layout	synth area share
buffers and inverters	68	169	0.5706
AND/OR/NAND/NOR	27	27	0.2075
multiplexers	16	16	0.2075
AND-OR/OR-AND	1	1	0.01441
-- worst max-delay path, delay by kind of cell --
kind	cells	cell delay [ns]
buffers and inverters	3	0.34
AND/OR/NAND/NOR	3	1.07
-- metal layers --
layer | share of wire | up-vias | wire [um]
met4 | 0.013 | 0 | 63
met1 | 0.34 | 451 | 1649
met2 | 0.59 | 49 | 2913
met5 | 0 | - | 0
li1 | - | 514 | -
met3 | 0.059 | 14 | 290
-- timing repair --
item,in CTS,in global routing
setup buffers,2,0
cloned,2,0
setup endpoints to repair,57,7
resized,88,14
pin swaps,7,6
-- where the power goes --
part           total (uW)  internal [uW]  switching [uW]  leakage, uW
logic                 443            348            95.1      0.00105
clock network           0              0               0            0
registers               0              0               0            0
No activity file was given, so power comes from the tool's default toggle rates.
