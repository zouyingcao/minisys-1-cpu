File: design/flow/config.mk
export PLATFORM = sky130hd
export DESIGN_NAME = Idecode32
export DESIGN_NICKNAME = Idecode32
export VERILOG_FILES = /design/flow/design.v
export SDC_FILE = /design/flow/constraint.sdc
export NUM_CORES = 4
export LEC_CHECK = 1
export CORE_UTILIZATION = 30
File: design/flow/design.v
`timescale 1ns / 1ps
module Idecode32(read_data_1,read_data_2,Instruction,read_data,ALU_result,
                 Jal,RegWrite,MemIOtoReg,RegDst,Sign_extend,clock,reset,
                 opcplus4,read_register_1_address);
    output[31:0] read_data_1;
    output[31:0] read_data_2;
    input[31:0]  Instruction;                
    input[31:0]  read_data;   				 
    input[31:0]  ALU_result;   				 
    input        Jal; 
    input        RegWrite;
    input        MemIOtoReg;
    input        RegDst;
    output[31:0] Sign_extend;
    input		 clock,reset;
    input[31:0]  opcplus4;                   
    output[4:0]  read_register_1_address;    
    wire[31:0] read_data_1;
    wire[31:0] read_data_2;
    reg[31:0] register[0:31];			     
    reg[4:0] write_register_address;
    reg[31:0] write_data;
    wire[4:0] read_register_2_address;       
    wire[4:0] write_register_address_1;      
    wire[4:0] write_register_address_0;      
    wire[15:0] Instruction_immediate_value;  
    wire[5:0] opcode;                        
    wire sign;
    assign opcode = Instruction[31:26];
    assign read_register_1_address = Instruction[25:21];         
    assign read_register_2_address = Instruction[20:16];         
    assign write_register_address_1 = Instruction[15:11];        
    assign write_register_address_0 = Instruction[20:16];        
    assign Instruction_immediate_value = Instruction[15:0];      
    assign read_data_1 = register[read_register_1_address];
    assign read_data_2 = register[read_register_2_address];
    assign sign = Instruction[15];
    assign Sign_extend = (opcode==6'b001100||opcode==6'b001101||opcode==6'b001110||opcode==6'b001011) ? {16'd0,Instruction_immediate_value} : {{16{sign}},Instruction_immediate_value};
    always @* begin  
        if(Jal)
            write_register_address = 5'd31;
        else if(RegDst)
            write_register_address = write_register_address_1;
        else 
            write_register_address = write_register_address_0;
    end
    always @* begin  
        if(Jal)
            write_data = opcplus4;
        else if(MemIOtoReg)
            write_data = read_data;
        else 
            write_data = ALU_result;
     end
    integer i;
    always @(posedge clock) begin        
        if(reset==1) begin               
            for(i=0;i<32;i=i+1) register[i] <= i;
        end else if(RegWrite==1) begin   
            if(write_register_address != 5'b00000)
                register[write_register_address] = write_data;
        end
    end
endmodule
File: design/flow/constraint.sdc
current_design Idecode32

set clk_period 13.5
set clk_io_pct 0.2

create_clock -name clk0 -period $clk_period [get_ports {clock}]

set non_clock_inputs [all_inputs -no_clocks]
set_input_delay [expr $clk_period * $clk_io_pct] -clock clk0 $non_clock_inputs
set_output_delay [expr $clk_period * $clk_io_pct] -clock clk0 [all_outputs]
File: design/flow/run.sh
#!/bin/bash
# OpenROAD 26Q1-2900-gdf79404cd8, Yosys 0.63+post, stock flow scripts
make -C /OpenROAD-flow-scripts/flow DESIGN_CONFIG=/design/flow/config.mk WORK_HOME=/design/flow/orfs finish
==> results.sh <==
# source this file to load flow results
export IMPL_fmax_ghz=0.106
export IMPL_grt_remaining_overflow=0
export IMPL_async_reset_ff_share_pct=0
export IMPL_rows=155
export IMPL_grt_pass1_vias=40732
export IMPL_clock_sinks=1024
export IMPL_place_hpwl_um=116000
export IMPL_syn_inst=4803
export IMPL_required_ns=10.80
export IMPL_hold_class="in -> reg"
export IMPL_yosysChipArea_um2=54400
export IMPL_yosys_cells=4803
export IMPL_place_inst=7059
export IMPL_path_clk_slew_ns=0.06
export IMPL_ff_latch_area_um2=30700
export IMPL_most_common_layout_cells="1056 x mux2i_1, 1024 x edfxtp_1, 946 x nor2_1"
export IMPL_comb_area_um2=21900
export IMPL_cts_setup_buffers=0
export IMPL_arrival_ns=6.71
export IMPL_outcome="finished clean"
export IMPL_ir_drop_uv=111
export IMPL_finalMaxSlewViolations=0
export IMPL_reg_top3="register x1024"
export IMPL_largest_register_ff_count=1024
export IMPL_ys_seq_share_pct=56.6
export IMPL_powerDensity_nw_per_um2=122
export IMPL_synth_warnings=1
export IMPL_ff_type="edfxtp_1"
export IMPL_cts_root_buf="clkbuf_16"
export IMPL_crit_path_end_kind="primary output"
export IMPL_dieArea_um2=183000
export IMPL_relSlewSlack_pct=18.5
export IMPL_ant_nets=0
export IMPL_critPathLaunch="Instruction[18]"
export IMPL_syn_avg_cell_area_um2=11.3
export IMPL_rsz0062_at_grt="no"
export IMPL_clockBufferDepth=3
export IMPL_ioPinCount=235
export IMPL_globalplace_congestion=0.931
export IMPL_die_w_um=428
export IMPL_io_buffers=212
export IMPL_die_h_um=428
export IMPL_fillCellCount=17239
export IMPL_vias=40033
export IMPL_routed_wl_um=200000
export IMPL_lay_top_count="mux2i_1"
export IMPL_initial_utilization_pct=30.3
export IMPL_syn_area_um2=54400
export IMPL_cts_hold_buf=0
export IMPL_regMostFlops="register"
export IMPL_timing_setup_tns_ns=0
export IMPL_finalCritPeriodShare_pct=69.7
export IMPL_post_cts_resized=0
export IMPL_drive_gt1_share_pct=8.87
export IMPL_grtUsageTotal_pct=22.7
export IMPL_h_tree_depth=3
export IMPL_utilization_pct=34.7
export IMPL_drv_cap=0
export IMPL_first_pass_iters=6
export IMPL_synth_edff_count=1024
export IMPL_ys_ff=1024
export IMPL_grt_pass1_wl_um=283000
export IMPL_via_per_inst=5.52
export IMPL_antenna_found_initial=3
export IMPL_core_um2=179000
export IMPL_yosysUniqueCellTypes=38
export IMPL_min_from="reset"
export IMPL_criticalPathCategory="in -> out"
export IMPL_route_detailed_drc=0
export IMPL_crit_fanout=42
export IMPL_grt_max_degree=91
export IMPL_hold_violations=0
export IMPL_layout_cells_non_filler=7252
export IMPL_period_minus_slack_ns=9.41
export IMPL_setup_viol=0
export IMPL_warning_count=26
export IMPL_drt_iter0_drc=2879
export IMPL_cts_tree="done"
export IMPL_cp_start_kind="input pin"
export IMPL_routedWlPerCell_um=27.6
export IMPL_syn_to_final_growth_pct=14.5
export IMPL_cts_buffers=102
export IMPL_p_leak_nw=23.0
export IMPL_worstMarginPinSlew_ns=1.21
-- critical path: stages --
cell             delay, ns
clkdlybuf4s50_1       0.71
nor2b_4               0.21
buf_4                 0.37
buf_4                 0.64
buf_4                 0.67
a22o_1                0.22
nor3_1                0.04
a31oi_1               0.35
nand3_1               0.23
clkdlybuf4s50_1       0.46
-- where the power goes --
part	internal [mW]	switching [mW]
clock network	1.57	1.24
logic	0.378	0.679
registers	3.67	0.0829
total	5.62	2.00
-- cells in the mapped netlist (all sizes together), types with 2 or more instances --
library cell,count,area [um2]
nand2,262,983
a21o,4,30.0
nand4,11,68.8
clkbuf,315,1180
nor3,68,340
a22oi,192,1440
a311oi,2,23.8
nor2b,4,25.0
nand3b,4,30.0
a22o,128,1120
and2,2,12.5
nor2,964,3680
nand3,230,1150
a31oi,65,407
a21oi,230,1170
mux2i,1056,10600
edfxtp,1024,30700
or2,2,12.5
nand2b,37,231
buf,188,1030
or3,3,18.8
or3b,4,35.0
-- stage by stage --
stage	total power [mW]	setup slack (ns)	hold slack, ns	cell area, um2
floorplan	4.40	6.69	2.96	54500
global route	7.82	4.09	2.57	62300
detailed placement	4.87	4.15	3.28	59000
finish	7.62	4.09	2.57	62300
global placement	4.86	4.12	3.27	59000
CTS	7.64	4.15	2.53	62300
-- cell families after synthesis --
| group | synth area share (%) |
|---|---|
| xor gates and xnor gates | 0.0161 |
| muxes | 19.5 |
| buffers and inverters | 4.07 |
| AOI/OAI and AO/OA | 7.75 |
| other | 0.00690 |
| DFF | 56.6 |
| and+or+nand+nor | 12.1 |
-- cell type report --
cell class | instances | area share, %
antenna | 3 | 0.0121
timing repair buffer | 373 | 5.59
tap | 2355 | 4.73
inverter | 1 | 0.00603
clock inverter | 55 | 0.717
sequential | 1024 | 49.4
multi-input combinational | 3306 | 35.1
clock buffer | 135 | 4.44
-- worst paths after layout --
check  depth (start not counted)         endpoint
min                            2   register[0][9]
max                           10  read_data_2[21]
-- routing by layer --
| layer | track usage (%) | vias up | part of all wire (%) |
|---|---|---|---|
| met2 | 35.0 | 2371 | 46 |
| met4 | 12.3 | 12 | 6.8 |
| li1 | - | 17546 | - |
| met1 | 25.5 | 19503 | 34 |
| met5 | 1.33 | - | 0.18 |
| met3 | 11.8 | 601 | 13 |
Power is estimated from default activity; no workload was simulated.
